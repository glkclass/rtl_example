===== design/flow/config.mk =====
export PLATFORM = sky130hd
export DESIGN_NAME = usbfs_debug_uart_tx
export DESIGN_NICKNAME = usbfs_debug_uart_tx
export VERILOG_FILES = /design/flow/design.v
export SDC_FILE = /design/flow/constraint.sdc
export NUM_CORES = 4
export LEC_CHECK = 1
export CORE_UTILIZATION = 50
export SYNTH_MEMORY_MAX_BITS = 65536

===== design/flow/constraint.sdc =====
current_design usbfs_debug_uart_tx

set clk_period 1379.4
set clk_io_pct 0.2

create_clock -name clk0 -period $clk_period [get_ports {clk}]

set non_clock_inputs [all_inputs -no_clocks]
set_input_delay [expr $clk_period * $clk_io_pct] -clock clk0 $non_clock_inputs
set_output_delay [expr $clk_period * $clk_io_pct] -clock clk0 [all_outputs]

===== design/flow/design.v =====
module usbfs_debug_uart_tx #(
    parameter CLK_DIV = 434,        
    parameter ASIZE   = 10          
) (
    input  wire       rstn,
    input  wire       clk,
    input  wire [7:0] tx_data,
    input  wire       tx_en,
    output wire       tx_rdy,
    output reg        o_uart_tx
);
initial o_uart_tx = 1'b1;
reg [7:0] buffer [(1<<ASIZE)-1 : 0];    
reg [7:0] rddata;
reg [ASIZE:0] wptr, rptr;
wire full  = (wptr == {~rptr[ASIZE], rptr[ASIZE-1:0]} );
wire empty = (wptr == rptr);
assign tx_rdy = ~full;
always @ (posedge clk or negedge rstn)
    if (~rstn) begin
        wptr <= 0;
    end else begin
        if (tx_en & ~full)
            wptr <= wptr + 1;
    end
always @ (posedge clk)
    if (tx_en & ~full)
        buffer[wptr[ASIZE-1:0]] <= tx_data;
always @ (posedge clk)
    rddata <= buffer[rptr[ASIZE-1:0]];
reg [31:0] cnt = 0;
reg [ 3:0] tx_cnt = 4'h0;
reg [ 7:0] tx_shift = 8'hFF;
always @ (posedge clk or negedge rstn)
    if (~rstn) begin
        rptr <= 0;
        cnt <= 0;
        tx_cnt <= 4'h0;
        tx_shift <= 8'hFF;
        o_uart_tx <= 1'b1;
    end else begin
        if (cnt < (CLK_DIV-1)) begin
            cnt <= cnt + 1;
        end else begin
            cnt <= 0;
            {tx_shift, o_uart_tx} <= {1'b1, tx_shift};
            if (tx_cnt != 4'h0) begin
                tx_cnt <= tx_cnt - 4'd1;
            end else if (~empty) begin
                rptr <= rptr + 1;
                tx_cnt <= 4'd11;
                tx_shift <= rddata;
                o_uart_tx <= 1'b0;
            end
        end
    end
endmodule

===== design/flow/run.sh =====
#!/bin/bash
# OpenROAD 26Q1-2900-gdf79404cd8, Yosys 0.63+post, stock flow scripts
make -C /OpenROAD-flow-scripts/flow DESIGN_CONFIG=/design/flow/config.mk WORK_HOME=/design/flow/orfs finish

==> results_dict.tcl <==
# yosys + openroad results
set metrics [dict create \
    worst_ep_required_time_ns 1103.52 \
    drc 0 \
    layout-drive-gt1-share 0.232 \
    core_sq_um 642000 \
    syn_area_per_cell_sq_um 20.9 \
    fin_crit_sh 0.203 \
    drv_slew 0 \
    track_usage 0.381 \
    period_minus_slack_ns 280.04 \
    swShare 0.321 \
    ys_types 87 \
    die_h_um 805 \
    hold_path.class "register to register" \
    postCtsSetupRepairBufs 0 \
    cap_violations 0 \
    syn_inst 15400 \
    place_area_sq_um 334000 \
    power.share.sequential 0.399 \
    status "finished clean" \
    p_switching_uw 224 \
    gp_congestion 1.00 \
    grt_pass1_wl_um 1480000 \
    fp-row-count 294 \
    dr_wl_met3_um 243000 \
    fmax_mhz 3.57 \
    peakVddDrop_v 0.00000183 \
    tightestPinTransition_ns 1.19 \
    rsz0062_at_grt "no" \
    cts_buffers 813 \
    layout_top_cells "edfxtp_1, mux4_2, nor2_1, mux2i_1, clkbuf_16" \
    die_area_sq_um 648000 \
    cts_tree "done" \
    maxSlewHeadroom 0.202 \
    avgRoutedWirePerCell_um 42.4 \
    synth_area_sq_um 322000 \
    cp_slowest_cell "nand4_1" \
    hold_buffers 0 \
    flop_cell "edfxtp_1" \
    firstDrtPassIters 9 \
    m1WireLength_um 303000 \
    intPower_uw 473 \
    met2_length_um 465000 \
    numSynthFlops 8267 \
    hold_ws_ns 0.482 \
    grt_pass1_vias 183000 \
    ys_seq_frac 0.769 \
    setup_viol 0 \
    clock-sinks 8267 \
    synthArstFlopShare 0.00810 \
    critPathMaxFanout 27 \
    power_uw 697 \
    dp_hpwl_um 697000 \
    ant_nets 0 \
    vias 166000 \
    synth-edff-count 8192 \
    fp.dieW_um 805 \
    syn2layout_area_growth_pct 12.0 \
    top_layer_used "met5" \
    root_buffer "clkbuf_16" \
    start_kind "register" \
    ys_area_sq_um 322000 \
    clk_latency_ns 1.19 \
    crit_path_cell_trace "xor2_1, nor4_1, nand4_1, clkdlybuf4s50_1" \
    lay_top_count "edfxtp_1" \
    end_kind "output port" \
    p_leak_nw 113 \
    globalRouteOverflowTotal 0 \
    via_per_inst 6.51 \
    warning_count 38 \
    port-buffer-count 12 \
    ys_cells 15400 \
    stdcell_area_sq_um 361000 \
    finalSetupTns_ns 0 \
    power.density_nw_per_um2 1.93 \
    cts_buffer_depth 4 \
    p_comb_frac 0.281 \
    cp.arrival_ns 4.16 \
    max_stage_delay_ns 0.89 \
    skew_ns 0.0585 \
    drtIter0Drc 13700 \
    io_pins 13 \
    synth_warnings 1 \
    pwr-share-clk 0.320 \
    cts-htree-levels 6 \
    grt_max_degree 103 \
    cts-resized-gates 0 \
    cts.clk_slew.worst_paths_ns 0.06 \
    hold_viol 0 \
    wirelength_um 1080000 \
    antenna_found_initial 129 \
    fp_util 0.502 \
    path_class "register to output port" \
]
[Yosys cell counts (9+ instances only)]
master | n | share of area
buf_2 | 165 | 0.0026
o22ai_1 | 160 | 0.0031
a311oi_1 | 13 | 0.00035
nand3_1 | 91 | 0.0014
nand2b_1 | 12 | 0.00023
and3_1 | 22 | 0.00043
a221o_1 | 17 | 0.00053
a21oi_1 | 279 | 0.0043
nor4_1 | 38 | 0.00074
buf_8 | 33 | 0.0015
buf_6 | 159 | 0.0056
nor2_1 | 1182 | 0.014
a31oi_1 | 48 | 0.00093
a2111oi_0 | 25 | 0.00068
o311ai_0 | 11 | 0.00030
nand2_1 | 388 | 0.0045
and2_1 | 25 | 0.00049
a211oi_1 | 85 | 0.0020
nor3_1 | 75 | 0.0012
a22oi_1 | 184 | 0.0043
buf_12 | 22 | 0.0014
a221oi_1 | 106 | 0.0029
dfrtp_1 | 58 | 0.0045
mux4_1 | 61 | 0.0050
nand4_1 | 18 | 0.00035
a22o_1 | 26 | 0.00071
xnor2_1 | 16 | 0.00043
a32oi_1 | 14 | 0.00038
o31ai_1 | 12 | 0.00028
buf_4 | 110 | 0.0026
clkbuf_1 | 463 | 0.0054
nor2b_1 | 26 | 0.00050
mux4_2 | 1702 | 0.12
o21ai_0 | 172 | 0.0027
o211ai_1 | 29 | 0.00068
mux2i_1 | 887 | 0.028
buf_1 | 55 | 0.00064
o32ai_1 | 12 | 0.00033
o221ai_1 | 158 | 0.0043
mux2_2 | 54 | 0.0019
dfstp_2 | 9 | 0.00073
xor2_1 | 21 | 0.00057
edfxtp_1 | 8192 | 0.76
inv_1 | 12 | 0.00014
[area by class of cell]
class,instances,area [sq um]
Inverter,16,92.6
Timing Repair Buffer,781,6240
Multi-Input combinational cell,6136,68700
Clock inverter,581,5900
Tap cell,8584,10700
Fill cell,46700,281000
Clock buffer,941,20900
Antenna cell,193,483
Sequential cell,8267,248000
[cell families (layout without fill, tap and decap cells)]
logic type | after synthesis | in the layout | share of synthesized area
simple gates | 1925 | 1925 | 0.0247
compound gates | 1439 | 1439 | 0.0312
flops | 8267 | 8267 | 0.769
fa+ha+maj | 8 | 8 | 0.000311
xor+xnor | 37 | 37 | 0.00101
buf+inv | 1035 | 2319 | 0.0202
other cells | 1 | 216 | 0.0000116
mux | 2704 | 2704 | 0.153
[worst max-delay path, delay by kind of cell, from the launching register on]
kind	cells	cell delay, ns
xor gates and xnor gates	1	0.25
buffers and inverters	1	0.67
DFF	1	0.70
and+or+nand+nor	2	1.34
[metrics by stage]
step                instances  setup slack (ns)   util
floorplan               15400           1101.92      -
global placement        23800           1098.44  0.520
detailed placement      23800           1098.51  0.520
CTS                     25300           1099.43  0.562
global route            25400           1099.40  0.562
finish                  25500           1099.36  0.563
[path summary, 6_finish.rpt]
check | cells after the start | startpoint | slack [ns] | to
worst max-delay path | 4 | rptr[0]$_DFFE_PN0P_ | 1099.36 | tx_rdy
worst min-delay path | 2 | tx_shift[1]$_DFFE_PN1N_ | 0.48 | tx_shift[1]$_DFFE_PN1N_
worst max register to register | 13 | rptr[0]$_DFFE_PN0P_ | 1371.13 | rddata[4]$_DFF_P_
worst min register to register | 2 | tx_shift[1]$_DFFE_PN1N_ | 0.48 | tx_shift[1]$_DFFE_PN1N_
max in group asynchronous | 2 | rstn | 1103.70 | rptr[5]$_DFFE_PN0P_
min in group asynchronous | 1 | rstn | 274.58 | cnt[6]$_DFF_PN0_
[state kept, by name, indices dropped and copies added, names as in the netlist]
| name | flops |
|---|---|
| buffer | 8192 |
| tx_shift | 8 |
| wptr | 11 |
| rddata | 8 |
| tx_cnt | 4 |
| cnt | 32 |
| rptr | 11 |
| o_uart_tx | 1 |
[metal layers]
layer,vias to the layer above,track usage
met3,2430,0.367
met2,14600,0.479
met4,213,0.171
met5,-,0.128
li1,65700,-
met1,83100,0.434
[power by group through the flow]
stage	clock (mW)	sequential [mW]	combinational, mW
final	0.223	0.278	0.196
after global routing	0.234	0.278	0.201
after CTS	0.225	0.278	0.191
Power and IR drop assume default switching activity.
